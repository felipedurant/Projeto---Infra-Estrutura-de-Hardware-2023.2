`design/flow/run.sh`:
```
#!/bin/bash
# OpenROAD 26Q1-2900-gdf79404cd8, Yosys 0.63+post, stock flow scripts
make -C /OpenROAD-flow-scripts/flow DESIGN_CONFIG=/design/flow/config.mk WORK_HOME=/design/flow/orfs finish
```
`design/flow/config.mk`:
```
export PLATFORM = sky130hd
export DESIGN_NAME = Mult
export DESIGN_NICKNAME = Mult
export VERILOG_FILES = /design/flow/design.v
export SDC_FILE = /design/flow/constraint.sdc
export NUM_CORES = 4
export LEC_CHECK = 1
export CORE_UTILIZATION = 40
```
`design/flow/constraint.sdc`:
```
current_design Mult

set clk_period 20.0
set clk_io_pct 0.2

create_clock -name clk0 -period $clk_period [get_ports {clk}]

set non_clock_inputs [all_inputs -no_clocks]
set_input_delay [expr $clk_period * $clk_io_pct] -clock clk0 $non_clock_inputs
set_output_delay [expr $clk_period * $clk_io_pct] -clock clk0 [all_outputs]
```
`design/flow/design.v`:
```
module Mult (
    input wire clk,
    input wire reset,
    input wire control, 
    input wire [31:0] in0,
    input wire [31:0] in1, 
    output reg [31:0] out0,
    output reg [31:0] out1
);
    reg [31:0] M; 
    reg [31:0] Q;   
    reg Q1;
    reg [31:0] A;
    reg [5:0] counter;
    reg aux = 1;
    always @ (posedge clk)begin
        if(control == 1'b0)begin
            counter = 6'b000000;
            Q = 32'b00000000000000000000000000000000;
            M = 32'b00000000000000000000000000000000;
            Q1 = 1'b0;
            A = 32'b00000000000000000000000000000000;
        end
        else begin
            if(counter == 6'b000000) begin
                Q = in0;
                M = in1;
                counter = counter + 1;
            end
            else begin 
                if(Q[0] == 1'b1 && Q1 == 1'b0) begin
                    A = A - M;
                end 
                else if(Q[0] == 1'b0 && Q1 == 1'b1) begin
                    A = A + M;
                end 
                {A, Q, Q1} = {A, Q, Q1} >> 1'b1;
                if(A[30] == 1'b1)begin
                    A[31] = 1'b1; 
                end
                counter = counter + 1'b1;
            end
            if(counter == 6'b100001) begin
                out0 = A;
                out1 = Q;
            end
        end
    end
endmodule
```
==> results.tsv <==
metric	value	unit
min cycle time layout	6.296	ns
clock buffer count from CTS	17	
Initial DRT Pass Iterations	6	
routed vias	9462	
chip height	163.7	um
Max Clk Rate	0.1588	GHz
boundary pin count	131	
Critical Path End Type	register	
capturing point of the worst reg2reg path	out0[24]	
pwr dens	92.71	nW/um^2
maximum fanout count along the critical path	51	
wire length of the first global-routing pass	48190	um
drt first-iter violations	659	
clock sink count	167	
Final TNS setup	0	ns
core region area	25400	sq um
largest clock skew in the final design	0.01245	ns
Worst Reg-to-Reg Cells	11	
synthesized instance count	1275	
most common flop cell mapped by yosys	dfxtp_1	
GP Congestion	0.9201	
area added between synthesis and finish	20.44	%
register area share after synthesis	38.11	%
number of warnings reported in the yosys synthesis log	1	
number of slew-limit violations in the final report	0	
Resize count post-CTS	0	
gr ovfl total	0	
ys cells	1275	
count of placed standard cells in the final layout, fillers left out	1706	
Max transition margin	44.43	%
status	completed	
root buffer selected by CTS	clkbuf_16	
Critical Setup Path Class	primary input to register	
H-tree level count	4	
launch point of the worst hold path	Q[22]	
cell area after technology mapping	10450	sq um
chip footprint	26780	sq um
area of the synthesized netlist per yosys stat	10450	sq um
DRC	0	
tally of unique sky130hd cells used after synthesis	94	
RSZ-0062 raised after global routing	false	
via count of the first global-routing pass	8812	
ANT nets after route	0	
share of final-layout standard cells stronger than drive strength 1	7.127	%
number of input and output port buffers inserted	129	
final wirelength	30650	um
clock-pin slew on the worst setup and hold paths	0.08	ns
hold-fix buffer count after cts	0	
OpenROAD warning count	59	
post-placement cell count	1673	
Syn Area/Cell	8.199	sq um
antenna violations before repair	0	
period utilisation layout	31.48	%
CTS tree	built	
Worst EP required	20.07	ns
Final Hold Vio Count	0	
register-to-register setup slack	16.21	ns
clk latency late pin	0.44	ns
launching element type of the critical path	primary input	
LEAKAGE	4.988	nW
num rows	58	
horizontal die dimension	163.7	um
average routed wire per standard cell	17.97	um
setup fix buffers added after clock tree synthesis	0	
commonest non-fill, non-tap cell in the layout	nand2_1	
largest net degree at the start of global routing	65	
Setup crit start	control	
count of cells along the worst hold path	2	
fraction of synthesis flops using an asynchronous set or reset pin	0	%
final setup violating endpoints	0	
post-synthesis sequential element count	167	
worst vdd ir	0.06312	mV
Initial Utilization	41.16	%
Max Root-Sink Buffers	2	
count of library flops with an enable pin	64	
reg2reg start	M[12]	
measured slew at the worst slew-check pin	0.8265	ns
min-delay worst type	register to register	
total half-perimeter wirelength after legalization and detailed placement	21090	um
total routing usage reported by global routing	23.90	%
most frequently placed logic cells in the final layout	nand2_1 (236), a21oi_1 (159), clkdlybuf4s50_1 (129)	
Avg Vias per Cell	5.546	
critical path arrival	6.36	ns
worst hold endpoint	Q[21]	
max-cap violations	0	
[layer usage]
metal | vias up | wire (um) | global-route usage, %
met4 | 0 | 491 | 3.788
li1 | 4728 | - | -
met5 | - | 0 | 0
met1 | 4399 | 14890 | 38.39
met2 | 304 | 13250 | 35.63
met3 | 31 | 2014 | 3.363
[synth_stat cells, drive strengths merged, types with 5 or more instances]
| cell type | count | area [sq um] |
|---|---|---|
| a2111oi | 5 | 68.82 |
| a211oi | 11 | 92.58 |
| a21o | 12 | 90.09 |
| a21oi | 163 | 830.8 |
| a221oi | 10 | 93.84 |
| a22o | 5 | 43.79 |
| a22oi | 5 | 42.54 |
| a311oi | 8 | 82.58 |
| a31oi | 21 | 131.4 |
| and2 | 21 | 131.4 |
| buf | 28 | 152.6 |
| clkbuf | 47 | 176.4 |
| dfxtp | 103 | 2062 |
| edfxtp | 64 | 1922 |
| ha | 65 | 813.3 |
| inv | 73 | 274.0 |
| nand2 | 236 | 885.9 |
| nand2b | 14 | 87.58 |
| nand3 | 22 | 110.1 |
| nand4 | 11 | 68.82 |
| nor2 | 95 | 361.6 |
| nor2b | 14 | 90.09 |
| nor3 | 18 | 90.09 |
| nor4 | 8 | 56.30 |
| o211ai | 11 | 87.58 |
| o21ai | 61 | 316.5 |
| o21bai | 8 | 60.06 |
| o22ai | 7 | 50.05 |
| o31a | 8 | 70.07 |
| o31ai | 19 | 147.6 |
| or2 | 5 | 31.28 |
| or3 | 6 | 42.54 |
| xnor2 | 22 | 192.7 |
[worst max-delay path by stage]
| stage | endpoint | cells after the start |
|---|---|---|
| 6_report | out0[9] | 6 |
| 4_1_cts | out0[9] | 6 |
| 5_1_grt | out0[9] | 6 |
[critical path, cell delays in order]
cell and delay [ns]:
clkdlybuf4s50_1 0.45, buf_4 0.32, inv_2 0.21, a21oi_1 0.20, and3_2 0.48, buf_4 0.64
[registers in the layout (all words and copies together), names as in the netlist]
signal   count
Q           32
Q1           1
out1        32
M           32
counter      6
A           32
out0        32
[final cells by class]
cell class	instances	area [sq um]
Multi-Input combinational cell	959	5876
Clock buffer	17	425.4
Timing Repair Buffer	143	1396
Inverter	74	277.8
Clock inverter	15	216.5
Tap cell	330	412.9
Fill cell	2409	12810
Antenna cell	1	2.502
Sequential cell	167	3984
[stage by stage]
step / area [sq um] / power (mW) / hold WS (ns) / util, % / setup WS (ns)
6_report: 12590 / 1.167 / 0.4630 / 49.57 / 13.70
5_1_grt: 12590 / 1.237 / 0.4827 / 49.56 / 13.52
4_1_cts: 12590 / 1.172 / 0.4649 / 49.56 / 13.66
3_5_place_dp: 11950 / 0.8136 / 0.4536 / 47.03 / 13.20
3_3_place_gp: 11950 / 0.8126 / 0.4542 / 47.03 / 13.21
2_1_floorplan: 10450 / 0.7073 / 0.4409 / - / 13.74
[power breakdown]
part,internal (mW),switching (mW),total [mW]
Combinational,0.149,0.261,0.410
Sequential,0.381,0.0208,0.402
Clock,0.175,0.180,0.355
Total,0.705,0.462,1.17
[kinds of logic after synthesis]
family	Yosys count	share of synthesized area, %
simple gates	466	20.12
compound gates	396	25.18
flops	167	38.11
buf+inv	149	5.805
fa+ha+maj	67	8.163
xor+xnor	24	2.011
mux	6	0.6104
Power is estimated from default activity; no workload was simulated.
