<file path="flow/config.mk">
export PLATFORM = sky130hd
export DESIGN_NAME = Div
export DESIGN_NICKNAME = Div
export VERILOG_FILES = /design/flow/design.v
export SDC_FILE = /design/flow/constraint.sdc
export NUM_CORES = 4
export LEC_CHECK = 1
export CORE_UTILIZATION = 30
</file>
<file path="flow/constraint.sdc">
current_design Div

set clk_period 22.1
set clk_io_pct 0.2

create_clock -name clk0 -period $clk_period [get_ports {clk}]

set non_clock_inputs [all_inputs -no_clocks]
set_input_delay [expr $clk_period * $clk_io_pct] -clock clk0 $non_clock_inputs
set_output_delay [expr $clk_period * $clk_io_pct] -clock clk0 [all_outputs]
</file>
<file path="flow/design.v">
module Div (input wire clk, reset, resetlocal,
            input wire [31:0] Dividendo, Divisor,
            output reg ZeroDivision,
            output reg [31:0] Hi, Lo
);
    reg [31:0] divs, divd;
    reg [31:0] quociente, resto;
    reg [5:0] digito_atual;
    always @ (posedge clk) begin
        if (reset == 1'b1 | resetlocal == 1'b1) begin
            Hi = 32'b0;
			Lo  = 32'b0;
            ZeroDivision = 1'b0;
            digito_atual = 6'd32;
            quociente = 32'b0;
            resto = 32'b0;
            if (Divisor[31] == 1'b1) begin
                divs = ~Divisor + 1'b1;
            end else begin
                divs = Divisor;
            end
            if (Dividendo[31] == 1'b1) begin
                divd = ~Dividendo + 1'b1;
            end else begin
                divd = Dividendo;
            end
        end else if (digito_atual != 6'd000000 && !ZeroDivision) begin
            resto = resto << 1;
            resto[0] = divd[digito_atual-1];
            if (resto >= divs) begin
                resto = resto - divs;
                quociente[digito_atual-1] = 1'b1;
            end
            digito_atual = digito_atual - 1'b1;
            if (digito_atual == 6'd000000) begin
                if (Dividendo[31] != Divisor[31]) begin
                    Lo = -(quociente+1'b1);
                end else begin
                    Lo = quociente;
                end
                if (Dividendo[31] != Divisor[31]) begin
                    if (Divisor[31] == 1'b1) begin
                        Hi = -(divs-resto);
                    end else begin
                        Hi = divs-resto;
                    end
                end else begin
                    if (Divisor[31] == 1'b1) begin
                        Hi = -resto;
                    end else begin
                        Hi = resto;
                    end
                end
            end
        end
    end
endmodule
</file>
<file path="flow/run.sh">
#!/bin/bash
# OpenROAD 26Q1-2900-gdf79404cd8, Yosys 0.63+post, stock flow scripts
make -C /OpenROAD-flow-scripts/flow DESIGN_CONFIG=/design/flow/config.mk WORK_HOME=/design/flow/orfs finish
</file>
==> out/metrics.csv <==
stage,metric,value,unit
status,run status,completed,
critical_path,longest individual stage delay on the worst path,0.72,ns
sta,final sum of negative setup slack,0,ns
cts,cts bufs inserted,17,
pwr,static leakage power,6.47,nW
cts,CTS tree,done,
logic_synthesis,area of the synthesized netlist per yosys stat,0.0156,mm^2
detailed_routing,number of DRC markers in iteration 0,1288,
detailed_routing,Routed wire per std cell,19.3,um
logic_synthesis,netlist area before placement,0.0156,mm^2
finish,register cell area after layout,0.00458,mm^2
place,sum of net half-perimeters after detailed placement,41300,um
global_routing,largest net degree at the start of global routing,71,
logic_synthesis,"EDFF count, synth",64,
detailed_routing,Total Routed Length,52000,um
critical_path,data required time of the worst path,22.45,ns
sta,pins over their slew limit,0,
place,GPL Wtd Cong,0.966,
pwr,worst vdd rail ir drop,0.0452,mV
cts,hold buffer count at CTS,0,
finish,area delta synth->final,16.5,%
sta,final worst setup slack,12.28,ns
logic_synthesis,mean instance size in the synthesized netlist,8.09,um^2
floorplan,standard-cell rows,83,
detailed_routing,post-route ant nets,0,
cts,H-tree levels,4,
cts,CTS Buffer Depth,2,
critical_path,"slowest stage cell, crit path",mux2i_1,
worst_hold_path,class of the worst hold path,reg2reg,
critical_path,sort of element at the start of the critical path,flip-flop,
detailed_routing,via density per instance,5.47,
finish,ratio of cells with drive above 1 in the final layout,0.0635,
job,number of maximum-capacitance constraint violations,0,
sta,relative max-transition margin,0.382,
logic_synthesis,sequential-to-total area share from yosys stat,0.293,
cts,clock sink count,197,
sta,top achievable clock speed,102,MHz
critical_path,timing startpoint of the critical path,digito_atual[1],
sta,Setup Viol. Count Final,0,
pwr,pwr/cell area,67.3,mW/mm^2
logic_synthesis,"top cells by area, synth","dfxtp_1 (17%), edfxtp_1 (12%), xnor2_1 (7.1%), ha_1 (6.3%), a21oi_1 (5.2%)",
cts,clock-pin slew on the worst setup and hold paths,0.08,ns
sta,period utilization,0.444,
logic_synthesis,warnings from Yosys,1,
critical_path,combined buffer and inverter count along the critical path,5,
floorplan,Core Region,0.0514,mm^2
detailed_routing,total via count after detailed routing,14800,
sta,"Min Clock Period, post-route",9.82,ns
floorplan,area of the die,0.0530,mm^2
cts,clk root buf,clkbuf_16,
critical_path,Crit Path Max Fanout,25,
global_routing,initial antenna violation count,0,
logic_synthesis,largest area contributor in the netlist,dfxtp_1,
sta,final clock skew,0.0198,ns
logic_synthesis,Most used DFF post-synth,dfxtp_1,
worst_hold_path,beginning of the worst hold path,Hi[12],
global_routing,global-route usage over all layers,0.199,
detailed_routing,antenna diode instance count,0,
logic_synthesis,Synth async-reset ratio,0,
sta,Tightest Pin Transition,0.919,ns
logic_synthesis,distinct cell type count after synthesis,99,
place,number of port buffers,130,
logic_synthesis,post-synthesis cell count,1932,
critical_path,family of cells with the greatest summed delay on the critical path,simple AND/OR/NAND/NOR gates,
sta,RSZ-0062 raised after global routing,no,
cts,clock insertion delay at the later pin of the skew report,0.47,ns
global_routing,overall overflow remaining after global route,0,
logic_synthesis,top area contributor share,0.170,
critical_path,startpoint of the worst-slack reg-to-reg timing path,digito_atual[1],
floorplan,Die Y,230,um
cts,CTS-repair resized insts,0,
logic_synthesis,number of synthesized register bits,197,
global_routing,global-route wire length before repair,80200,um
global_routing,number of global-route vias before repair,13600,
job,OpenROAD warning count,29,
logic_synthesis,total cells reported by yosys after synthesis,1932,
finish,logic area,0.0104,mm^2
floorplan,die width,230,um
floorplan,I/O pin count,132,
detailed_routing,length of the first detailed-routing pass in iterations,6,
detailed_routing,remaining routing DRC violations,0,
cts,number of setup buffers added after CTS,0,
place,worst slack after detailed placement,12.56,ns
floorplan,fp util,0.304,
critical_path,CP Capture Type,flip-flop,
critical_path,worst setup path category,reg2reg,
finish,tally of filler cells in the layout,5199,
critical_path,Arrival @ worst endpoint,10.17,ns
sta,final number of hold-violating endpoints,0,
## routing by layer
metal	track usage	part of all wire	vias to the layer above
met5	0	0	-
met1	0.302	0.47	6914
met4	0.0569	0.035	0
met2	0.291	0.43	457
met3	0.0401	0.065	51
li1	-	-	7344
## worst paths after layout
check	to	slack, ns	cells after the start
min	Hi[12]	0.46	2
max reg2reg	Hi[30]	12.28	30
min reg2reg	Hi[12]	0.46	2
max	Hi[30]	12.28	30
## metrics by stage
stage	util	hold WS [ns]	power [mW]	area, um^2	std cells
global route	0.354	0.487	1.30	18200	2697
detailed placement	0.343	0.450	0.904	17600	2665
global placement	0.343	0.444	0.905	17600	2665
floorplan	-	0.401	0.764	15600	1932
finish	0.354	0.465	1.23	18200	2697
CTS	0.354	0.469	1.23	18200	2697
## synthesized netlist by cell type, types with 26 or more instances
cell type  instances
nor2_1           207
nand2_1          170
a21oi_1          163
dfxtp_1          133
xnor2_1          126
o21ai_0          120
clkbuf_1          85
ha_1              79
a211oi_1          69
inv_1             67
edfxtp_1          64
nor3_1            52
xor2_1            42
nor4_1            40
or3_1             36
nand3_1           31
mux2i_1           30
nand4_1           26
## placed cells by master (no fill, tap or decap), types with 9 or more instances in the layout
| master | netlist | routed |
|---|---|---|
| a211oi_1 | 69 | 69 |
| a21o_1 | 20 | 20 |
| a21oi_1 | 163 | 162 |
| a31oi_1 | 17 | 17 |
| and2_1 | 16 | 16 |
| and3_1 | 17 | 17 |
| buf_4 | 1 | 28 |
| clkbuf_16 | 0 | 17 |
| clkdlybuf4s50_1 | 0 | 128 |
| dfxtp_1 | 133 | 133 |
| edfxtp_1 | 64 | 64 |
| ha_1 | 79 | 79 |
| inv_1 | 67 | 67 |
| mux2i_1 | 30 | 30 |
| mux4_2 | 13 | 13 |
| nand2_1 | 170 | 169 |
| nand2b_1 | 10 | 10 |
| nand3_1 | 31 | 31 |
| nand4_1 | 26 | 26 |
| nor2_1 | 207 | 204 |
| nor2b_1 | 9 | 9 |
| nor3_1 | 52 | 52 |
| nor4_1 | 40 | 39 |
| o211ai_1 | 21 | 21 |
| o21a_1 | 20 | 20 |
| o21ai_0 | 120 | 120 |
| o31ai_1 | 25 | 25 |
| o41ai_1 | 10 | 10 |
| or2_2 | 10 | 10 |
| or3_1 | 36 | 36 |
| or4_1 | 16 | 16 |
| xnor2_1 | 126 | 126 |
| xor2_1 | 42 | 42 |
## worst register-to-register path: cells and delay by family (launching register included)
kind,cells,cell delay (ns)
xor gates and xnor gates,1,0.60
buffers and inverters,5,0.93
and+or+nand+nor,8,3.18
adders and majority gates,4,1.13
AOI/OAI and AO/OA,11,2.76
DFF,1,0.36
muxes,1,0.73
## sequential cells by signal (all words and copies together) (netlist names)
| signal | count |
|---|---|
| Lo | 32 |
| quociente | 32 |
| divd | 32 |
| divs | 32 |
| Hi | 32 |
| digito_atual | 6 |
| resto | 31 |
## power breakdown
part	total, mW	internal [mW]	switching [mW]
logic	0.491	0.186	0.305
clock network	0.320	0.154	0.166
registers	0.415	0.396	0.0195
total	1.23	0.736	0.490
## final cells by class
| cell class | instances | area share |
|---|---|---|
| Tap cell | 680 | 0.0467 |
| Sequential cell | 197 | 0.252 |
| Clock inverter | 15 | 0.00962 |
| Inverter | 69 | 0.0145 |
| Multi-Input combinational cell | 1561 | 0.572 |
| Timing Repair Buffer | 158 | 0.0824 |
| Clock buffer | 17 | 0.0234 |
## kinds of logic (layout without fill, tap and decap cells)
logic type	Yosys count	count (layout)	share of synthesized area
AND/OR/NAND/NOR	678	678	0.213
AND-OR/OR-AND	588	588	0.251
buffers and inverters	174	259	0.0432
adder cells (fa/ha/maj)	81	81	0.0658
other	1	1	0.000240
XOR/XNOR	168	168	0.0941
flip-flops	197	197	0.293
multiplexers	45	45	0.0394
No activity file was given, so power comes from the tool's default toggle rates.
